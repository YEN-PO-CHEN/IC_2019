**./design.v**
```verilog
`timescale 1ns/10ps
module  CONV(clk,reset,busy,ready,iaddr,idata,cwr,caddr_wr,cdata_wr,crd,caddr_rd,cdata_rd,csel);
input	clk;
input [19:0] cdata_rd;
input	reset;
input	ready;		
input [19:0] idata;
output	 cwr;
output	[11:0] caddr_wr;
output	[19:0] cdata_wr;	
output	 crd;
output	[11:0] caddr_rd;
output	 busy;
output	[2:0] csel;
output [11:0] iaddr;
reg cwr;
reg	[11:0] caddr_wr;
reg	[19:0] cdata_wr;	
reg	 crd;
reg	[11:0] caddr_rd;
reg	 busy;
reg	[2:0] csel;
reg [11:0] iaddr;
reg [19:0] Kernal [8:0];
reg [3:0] CASE; 
reg [3:0] c16;
reg [9:0] c1024;
reg [19:0] MAP9[8:0];
reg [19:0] MAX;
reg [11:0] ca_temp;
reg Zero_pad [8:0];
reg [35:0] ANS [9:0];
reg bo;
always @(posedge clk) begin
	if(reset)begin
		busy <= 0;
		CASE <= 0;
		cwr <= 0;
		Kernal[0] <= 20'h0A89E;
		Kernal[1] <= 20'h092D5;
		Kernal[2] <= 20'h06D43;
		Kernal[3] <= 20'h01004;
		Kernal[4] <= 20'hF8F71;
		Kernal[5] <= 20'hF6E54;
		Kernal[6] <= 20'hFA6D7;
		Kernal[7] <= 20'hFC834;
		Kernal[8] <= 20'hFAC19;
		Zero_pad[0] <= 1;
		Zero_pad[1] <= 1;
		Zero_pad[2] <= 1;
		Zero_pad[3] <= 1;
		Zero_pad[4] <= 1;
		Zero_pad[5] <= 1;
		Zero_pad[6] <= 1;
		Zero_pad[7] <= 1;
		Zero_pad[8] <= 1;
		Zero_pad[9] <= 1;
	end
	else begin
		case(CASE)
			4'd0:begin
				if(ready==1)begin
					busy <= 1;
				end
				else if(busy == 1)begin
					iaddr <= -65;
					ca_temp <= 0;
					CASE <= 1;
					c16 <= 0;
				end
			end
			4'd1:begin
				MAP9[c16]<= idata;
				cwr <=0;
			  	if(c16 == 8)begin
					CASE <= 2;
					c16 <= 0;
					if (ca_temp[11:6]==0) begin
						Zero_pad[0] <= 0;
						Zero_pad[1] <= 0;
						Zero_pad[2] <= 0;
					end
					else if(ca_temp[11:6]==63)begin
						Zero_pad[6] <= 0;
						Zero_pad[7] <= 0;
						Zero_pad[8] <= 0;
					end
					else begin end
					if(ca_temp[5:0]==0)begin
						Zero_pad[0] <= 0;
						Zero_pad[3] <= 0;
						Zero_pad[6] <= 0;
					end
					else if(ca_temp[5:0]==63)begin
						Zero_pad[2] <= 0;
						Zero_pad[5] <= 0;
						Zero_pad[8] <= 0;
					end
					else begin end
				end
				else begin
					c16 <= c16 + 1;
					if(c16 == 2|c16==5) begin
						iaddr <= iaddr + 62;
					end
					else begin
						iaddr <= iaddr + 1;
					end
				end
			end
			4'd2:begin
				if(cwr == 0) begin
					if(Zero_pad[0]!=0)begin
					ANS[0] <= Zero_pad[0] * (({ 16'd0, MAP9[0]} * { 16'd0, Kernal[0]}));
					end 
					else begin ANS[0] <= 0;end
					if(Zero_pad[1]!=0)begin
					ANS[1] <= Zero_pad[1] * (({ 16'd0, MAP9[1]} * { 16'd0, Kernal[1]}));
					end else begin ANS[1] <= 0;end
					if(Zero_pad[2]!=0)begin
					ANS[2] <= Zero_pad[2] * (({ 16'd0, MAP9[2]} * { 16'd0, Kernal[2]}));
					end else begin ANS[2] <= 0;end
					if(Zero_pad[3]!=0)begin
					ANS[3] <= Zero_pad[3] * (({ 16'd0, MAP9[3]} * { 16'd0, Kernal[3]}));
					end else begin ANS[3] <= 0;end
					ANS[4] <= Zero_pad[4] * (({ 16'd0, MAP9[4]} * { 16'd0, (~Kernal[4][19:0] + 1'b1) }));
					if(Zero_pad[5]!=0)begin
					ANS[5] <= Zero_pad[5] * (({ 16'd0, MAP9[5]} * { 16'd0, (~Kernal[5][19:0] + 1'b1) }));
					end else begin ANS[5] <= 0;end
					if(Zero_pad[6]!=0)begin
					ANS[6] <= Zero_pad[6] * (({ 16'd0, MAP9[6]} * { 16'd0, (~Kernal[6][19:0] + 1'b1) }));
					end else begin ANS[6] <= 0;end
					if(Zero_pad[7]!=0)begin
					ANS[7] <= Zero_pad[7] * (({ 16'd0, MAP9[7]} * { 16'd0, (~Kernal[7][19:0] + 1'b1) }));
					end else begin ANS[7] <= 0;end
					if(Zero_pad[8]!=0)begin
					ANS[8] <= Zero_pad[8] * (({ 16'd0, MAP9[8]} * { 16'd0, (~Kernal[8][19:0] + 1'b1) }));
					end else begin ANS[8] <= 0;end
					Zero_pad[0] <= 1;
					Zero_pad[1] <= 1;
					Zero_pad[2] <= 1;
					Zero_pad[3] <= 1;
					Zero_pad[4] <= 1;
					Zero_pad[5] <= 1;
					Zero_pad[6] <= 1;
					Zero_pad[7] <= 1;
					Zero_pad[8] <= 1;
					Zero_pad[9] <= 1;
					cwr <= 1;
				end
				else begin
					ANS[9] <= (ANS[0] + ANS[1] + ANS[2] + ANS[3] + (~ANS[4][35:0] + 1'b1) + (~ANS[5][35:0] + 1'b1)+ (~ANS[6][35:0] + 1'b1) + (~ANS[7][35:0] + 1'b1) + (~ANS[8][35:0] + 1'b1)+ {20'h01310,16'd0});
					CASE <= 3;
					bo <= 1;
					csel <= 3'b001;
				end
			end
			4'd3:begin
				if(ca_temp ==4095)begin
					CASE <= 4;
					iaddr <= 'hx;
					bo <= 1;
				end
				if(bo == 1) begin
					caddr_wr <= ca_temp;
					ca_temp <= ca_temp + 1;
					if(ANS[9][35]==1) begin
						cdata_wr <= 0;
					end
					else begin
						if(ANS[9][15]==0)begin
							cdata_wr <= ((ANS[9]) >> 16);
						end
						else begin
							cdata_wr <= (((ANS[9]) >> 16) +1);
						end
					end
					bo <= 0;
				end
				else begin
					CASE <= 1;
					iaddr <= iaddr - 129;
					caddr_wr <= 'hx;
					cdata_wr <= 'hx;
					csel <= 3'b000;
				end
			end
			4'd4:begin
				CASE <= 5;
				caddr_rd <= 0;
				c16 <= 0;
				c1024 <= 0;
				caddr_wr <='hx;
				cdata_wr <='hx;
				MAP9[4] <='hx;
				MAP9[5] <='hx;
				MAP9[6] <='hx;
				MAP9[7] <='hx;
				MAP9[8] <='hx;
				MAP9[9] <='hx;
			end
			4'd5:begin
				crd <= 1;
				cwr <= 0;
				CASE <= 6;
				csel <= 3'b001;
			end
			4'd6:begin
				MAP9[c16]<= cdata_rd;
				c16 <= c16 + 1;
				if(c16 == 1) begin
					caddr_rd <= caddr_rd + 63;
				end
				else if( c16 == 3)begin
					CASE <= 7;
					c16 <= 0;
					bo <= 1;
					if(caddr_rd[5:0] == 63)begin
						caddr_rd <= caddr_rd + 1;
					end
					else begin
						caddr_rd <= caddr_rd - 63;
					end
				end
				else begin
					caddr_rd <= caddr_rd + 1; 
				end
			end
			4'd7:begin
				if(bo==1)begin
					crd <= 0;
					cwr <= 1;
					csel <= 3'b011;
					bo <= 0;
					MAX = MAP9[0];
					if(MAX < MAP9[1])begin
						MAX  = MAP9[1];
					end 
					if(MAX < MAP9[2])begin
						MAX  = MAP9[2];
					end
					if(MAX < MAP9[3])begin
						MAX = MAP9[3];
					end
				end
				else begin
					cdata_wr <= MAX;
					caddr_wr <= c1024;
					c1024 <= c1024 + 1;
					CASE <= 5;
					if(c1024 == 1023)begin
						CASE <= 8;
					end
				end
			end
			4'd8:begin
				busy <= 0;
			end
		endcase
	end
end
endmodule
```
**./run.sh**
```bash
#!/bin/bash
# OpenROAD 26Q1-2900-gdf79404cd8, Yosys 0.63+post, stock flow scripts
make -C /OpenROAD-flow-scripts/flow DESIGN_CONFIG=/design/flow/config.mk WORK_HOME=/design/flow/orfs finish
```
**./config.mk**
```make
export PLATFORM = sky130hd
export DESIGN_NAME = CONV
export DESIGN_NICKNAME = CONV
export VERILOG_FILES = /design/flow/design.v
export SDC_FILE = /design/flow/constraint.sdc
export NUM_CORES = 4
export LEC_CHECK = 1
export CORE_UTILIZATION = 40
```
**./constraint.sdc**
```tcl
current_design CONV

set clk_period 20.5
set clk_io_pct 0.2

create_clock -name clk0 -period $clk_period [get_ports {clk}]

set non_clock_inputs [all_inputs -no_clocks]
set_input_delay [expr $clk_period * $clk_io_pct] -clock clk0 $non_clock_inputs
set_output_delay [expr $clk_period * $clk_io_pct] -clock clk0 [all_outputs]
```
==> ci_impl_report.md <==
### Flow metrics

| Metric | Value |
|---|---|
| Crit-path most repeated cell | `a21o_1` |
| DR DRC count | `0` |
| And-or/or-and share of the synthesized area | `7.50%` |
| CP required | `20.92 ns` |
| R2r startpoint | `MAP9[1][9]` |
| Number of vias per cell | `4.98` |
| Slowest stage delay, CP | `around 0.50 ns` |
| Drt initial violations | `around 2,500` |
| Maxcap violations | `0` |
| CTS tree | `yes` |
| Post-synth regs | `~630` |
| Top Layout Cells | `inv_1, ha_1, fa_1, edfxtp_1, nor2_1` |
| Final Critical Period | `7.35 ns` |
| Core Region | `0.186 mm²` |
| R2R Path End | `MAX[11]` |
| Setup_tns | `0 ns` |
| Avg Cell Area, Syn | `10.9 µm²` |
| Startpoint types | `register` |
| Clock Power Share | `around two fifths` |
| Switching share of total power | `between 20% and 30%` |
| EDFF count, synth | `approximately 600` |
| Final RePlAce weighted congestion | `between 1 and 1.5` |
| Final setup fails | `0` |
| Leakage power | `0.0392 µW` |
| Chip Area | `0.189 mm²` |
| Routed len/inst | `21.5 µm` |
| Setup bufs post-CTS | `0` |
| Clock sink count | `634` |
| Critical Path Sink Type | `register` |
| PwrDens | `41.3 mW/mm²` |
| Cell Type Count | `approximately 100` |
| Post-layout period usage | `35.8%` |
| Final HPWL DP | `173,000 µm` |
| Post-CTS resize count | `0` |
| Count of tool warnings | `51` |
| Switching power | `940 µW` |
| Combinational power share | `between 10% and 20%` |
| Vias in the first global route | `50,600` |
| Pin count of the biggest net entering global routing | `133` |
| Most used logic cell in the final layout | `inv_1` |
| Tightest Pin Transition | `~1.1 ns` |
| Status | `complete, no violations` |
| Fin worst setup slack | `13.15 ns` |
| Slew margin rel. | `26.5%` |
| Maximum vdd drop | `0.0000583 V` |
| Worst slack, placed | `between 10 and 15 ns` |
| FFs w/ async S/R, synth | `0%` |
| Achievable Freq | `0.136 GHz` |
| Worst hold-check path type | `register to register` |
| H-tree depth | `3` |
| Post-layout instance area | `0.0817 mm²` |
| Layout area overhead | `8.99%` |
| Worst setup path class | `register to register` |
| Slew Viols, Final | `0` |
| Layout cells sized above 1 | `under 10%` |
| # port buffers | `103` |
| I/O pins | `~110` |
| Pint | `2430 µW` |
| CTS Buffer Depth | `3` |
| Main logic family | `adder cells` |
| Final Core Density | `44.0%` |
| Post-DP Area | `between 0.07 and 0.08 mm²` |
| Slowest cell on crit path | `edfxtp_1` |
| Hold_sp | `CASE[6]` |
| Reg2Reg Depth | `29` |
| Worst min-delay path endpoint | `CASE[4]` |
| Ys cells | `6,905` |
| Mapped Cells | `slightly below 7,000` |
| RSZ-0062 raised after global routing | `no` |
| Xor/xnor share | `3.15%` |
| FILL cells | `17,100` |
| Clk root buf | `clkbuf_16` |
| First-pass GRT wire length | `314,000 µm` |
| Global Route Usage Sum | `23.9%` |
| Crit Path Max Fanout | `23` |
| Chip height | `435 µm` |
| Area fraction in mux cells | `under 10%` |
| Latency at later pin | `0.71 ns` |
| Met1 wire length | `between 70,000 and 80,000 µm` |
| YS chip area | `0.0750 mm²` |
| Clk_skew | `0.0702 ns` |
| Hold_buf cts | `0` |
| Setup slack, reg-to-reg | `13.15 ns` |
| DR top layer | `met5` |
| Vias | `47,800` |
| First-pass DRT Iterations | `7` |
| Num CTS Buffers | `between 70 and 80` |
| Yosys simple share | `7.35%` |
| Hold depth | `2` |
| Met2 wire len | `94,600 µm` |
| Initial antenna violation count | `12` |
| Flop pwr share | `42.9%` |
| Antenna Violating Nets Remaining | `0` |
| Synth Seq Share | `25.1%` |
| Synth warn | `4` |
| Worst EP arrival | `7.77 ns` |
| Adder Share, Synth | `46.8%` |
| Global route overflow | `0` |
| Final Hold Viols | `0` |
| Met3 WL | `25,600 µm` |
| Die x size | `435 µm` |
| Routed WL | `206,000 µm` |
| Commonest flop | `edfxtp_1` |
| Clock slew at reported path FFs | `0.06 ns` |
| Row count | `158` |
| Floorplan core density | `40.4%` |
| Synth Cell Area | `0.0750 mm²` |
## cells in the mapped netlist, types with 41 or more instances
master    count  area share (%)
and3_1       41            0.34
a21o_1      143             1.4
o21a_1       48            0.48
nand2b_1     41            0.34
ha_1       1256              21
clkbuf_1     72            0.36
xor2_1      104             1.2
o21ai_0     185             1.2
and2_1      161             1.3
nand4_1      44            0.37
inv_1      1687             8.4
nand3_1      77            0.51
nor2_1      246             1.2
fa_1        969              26
mux2_2       66            0.99
nor2b_1      57            0.48
a21oi_1     234             1.6
nand2_1     220             1.1
xnor2_1     166             1.9
edfxtp_1    615              25
nor3_1       70            0.47
## final cells by class
cell class	count	area [µm²]	area share, %
Multi-Input combinational cell	4502	49500	60.6
Antenna cell	9	22.5	0.0276
Clock buffer	86	1940	2.37
Tap cell	2480	3100	3.80
Sequential cell	634	18800	23.1
Timing Repair Buffer	152	1410	1.73
Inverter	1689	6340	7.76
Clock inverter	50	562	0.687
## cells by family (layout without fill, tap and decap cells)
family | after synthesis | in the layout
buffers and inverters | 1769 | 1977
other | 1 | 10
AND/OR/NAND/NOR | 1074 | 1074
AND-OR/OR-AND | 852 | 852
XOR/XNOR | 270 | 270
flip-flops | 634 | 634
adder cells (fa/ha/maj) | 2225 | 2225
multiplexers | 80 | 80
## stage by stage
| step | instances | hold WS, ns | power (µW) |
|---|---|---|---|
| 2_1_floorplan | 6905 | 0.456 | 1840 |
| 5_1_grt | 9597 | 0.547 | 3520 |
| 4_1_cts | 9593 | 0.513 | 3400 |
| 6_report | 9602 | 0.509 | 3370 |
| 3_3_place_gp | 9457 | 0.497 | 2020 |
| 3_5_place_dp | 9457 | 0.499 | 2020 |
## routing by layer
metal	GRT usage, %	vias up
met5	1.23	-
met4	6.06	10
met3	12.5	234
met2	35.9	1345
met1	31.2	23200
li1	-	23000
## worst max-delay path, delay by kind of cell (launching register included)
family | cells | cell delay [ns]
flops | 1 | 0.50
mux | 2 | 0.78
buf+inv | 3 | 0.67
simple gates | 3 | 0.62
fa+ha+maj | 3 | 0.95
compound gates | 18 | 3.59
## state kept, by name (all words and copies together), names as in the netlist
signal / cells
ANS: 329
CASE: 9
MAP9: 180
MAX: 20
Zero_pad: 8
bo: 1
busy: 1
c1024: 10
c16: 4
ca_temp: 12
caddr_rd: 12
caddr_wr: 12
cdata_wr: 20
crd: 1
csel: 2
cwr: 1
iaddr: 12
## worst max-delay path by stage
stage               from       to  slack, ns  depth (start not counted)
finish        MAP9[1][9]  MAX[11]      13.15                         29
CTS           MAP9[1][9]  MAX[11]      13.22                         29
global route  MAP9[1][9]  MAX[11]      12.54                         29
## power groups by stage
stage                 logic [µW]  clock network [µW]  registers (µW)
after CTS                    549                1410            1450
after global routing         612                1460            1450
final                        545                1380            1450
No activity file was given, so power comes from the tool's default toggle rates.
